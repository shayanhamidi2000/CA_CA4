==> design/flow/design.v <==
module MUX32(input[31:0] s0 , input[31:0] s1 , input s , output[31:0] out);
	assign out = s ? s1 : s0;
endmodule
module WB(input[31:0] data,input[31:0] ALUres, input DataSrc, 
       output [31:0]Data);
       MUX32 mx3(.s0(ALUres) , .s1(data) , .s(DataSrc) , .out(Data));
endmodule
==> design/flow/run.sh <==
#!/bin/bash
# OpenROAD 26Q1-2900-gdf79404cd8, Yosys 0.63+post, stock flow scripts
make -C /OpenROAD-flow-scripts/flow DESIGN_CONFIG=/design/flow/config.mk WORK_HOME=/design/flow/orfs finish
==> design/flow/config.mk <==
export PLATFORM = sky130hd
export DESIGN_NAME = WB
export DESIGN_NICKNAME = WB
export VERILOG_FILES = /design/flow/design.v
export SDC_FILE = /design/flow/constraint.sdc
export NUM_CORES = 4
export LEC_CHECK = 1
export CORE_AREA = 10 10 70 70
export DIE_AREA = 0 0 80 80
==> design/flow/constraint.sdc <==
current_design WB

set clk_period 1.0
set clk_io_pct 0.2

create_clock -name clk0 -period $clk_period

set non_clock_inputs [all_inputs -no_clocks]
set_input_delay [expr $clk_period * $clk_io_pct] -clock clk0 $non_clock_inputs
set_output_delay [expr $clk_period * $clk_io_pct] -clock clk0 [all_outputs]
==> flow_results.org <==
#+TITLE: Flow metrics

** Layout
- Area growth from synthesis to final layout :: 184.4%
- There are 0 flip-flops and latches.
- Area occupied by registers :: 0 um2
- Number of cells in the finished layout apart from fillers :: between 150 and 200
- In the final layout, the clock buffer count is 0.
- Fraction of layout instances using a drive strength above 1 :: 53.28%
- # fillers :: between 300 and 400

** Placed design
- Pre-CTS WS :: -0.4927 ns
- Per the placement report, the placed cell count is between 150 and 200.
- At the end of routability-driven placement, the weighted congestion stood at 0.7812.
- Total half-perimeter wirelength after legalization and detailed placement :: 2413 um
- The count of buffers added on input and output ports is between 90 and 100.

** Detailed routing
- In this run, the number of DRC markers left after iteration 0 of detailed routing was 3.
- For this run, the script counts the antenna cells in the layout as 0.
- ANT nets after route :: 0
- Per the detail_route report, routed wire per instance is 14.83 um.
- Summing over every cut layer, the via total after detailed routing is 689.
- Detailed-routing iteration count for the pre-antenna-repair pass :: 2
- # DRC :: 0
- Summed over all layers, the routed wires come to 2713 um.
- Vias per std cell :: about 3.8

** Power
- For this design the static power due to leakage is ~0.85 nW.
- Maximum vdd drop :: 0.1908 mV
- Post-layout total power :: about 0.0006 W
- Dividing total power by cell area gives a power density of roughly 390 nW/um2.

** Synth
- Synth warnings :: 0
- Yosys Instances :: 36
- Post-synthesis, Yosys gives the total cell area as approximately 540 um2.
- Share of the synthesized area in the top cell type :: between 80% and 90%
- Most popular library cell in the synthesized design by count :: sky130_fd_sc_hd__mux2_4
- Post-Synthesis Cells :: 36
- After synthesis, the cell types taking the most area are sky130_fd_sc_hd__mux2_4 83%, sky130_fd_sc_hd__buf_12 11%, sky130_fd_sc_hd__mux2_2 4.1%.
- Synthesis instantiated 4 different standard cells from the library.
- Sorting the Yosys area breakdown by cell type puts at the top sky130_fd_sc_hd__mux2_4.
- For reference, the top cells by count after synthesis are 30 x sky130_fd_sc_hd__mux2_4, 3 x sky130_fd_sc_hd__buf_12, 2 x sky130_fd_sc_hd__mux2_2, 1 x sky130_fd_sc_hd__buf_6.
- Summing every instance area after synthesis gives around 540 um2.
- In the Yosys report, the sequential cells make up 0% of the chip area.
- Per the post-synthesis stats, the area per cell is roughly 15 um2.

** Critical path
- Per STA, the startpoint of the critical path is DataSrc.
- Data on the critical path is required at its endpoint by about 0.8 ns.
- Maximum fanout along the worst path :: 5
- Sort of element at the start of the critical path :: input pin
- Data arrival time of the worst path :: between 0.9 and 1 ns
- By startpoint and endpoint, the worst setup path is classified as input pin to primary output.
- STA classifies the critical path endpoint as a primary output.

** Final timing
- Final setup vio count :: 32
- Pins over their slew limit :: 0
- The pin closest to its max-slew limit shows a slew of 0.1271 ns.
- Relative max-transition margin :: between 90 and 100%
- The most critical hold endpoint after final layout shows a slack of 0.7090 ns.
- For the final routed database, the setup TNS stands at -3.465 ns.
- The routed design could run at a clock period as short as about 1.2 ns.
- Period utilization :: 116.9%
- Number of hold violations in the final report :: 0
- FMAX :: roughly 0.86 GHz
- Setup repair after global routing missed its margin :: yes
- Setup slack on the critical path of the routed design comes to -0.1694 ns.

** Global route
- Entering global routing, the biggest net connects 17 pins.
- For this run the aggregate overflow at the end of global routing stands at 0.
- The via count of the first global-routing pass came to approximately 730.
- Global routing used 7.781% of the available tracks across all layers.
- The first global-routing pass estimated 4098 um of wire.
- The number of antenna violations at the first check in global routing was 0.

** Hold path
- Startpoint of the most critical hold path :: data[17]
- According to the hold report, the worst path is of the input pin to primary output type.

** Die
- Overall chip area :: 6400 um2
- The floorplan has 21 rows.
- Die span in x :: approximately 80 um
- a little under 100 I/O pins were placed.
- Height of the die :: approximately 80 um
- Floorplan core density :: between 10% and 20%
- The core region is ~3400 um2.

** Status
- The run finished, with violations left.
- Violations in the final reports :: negative setup slack

** CTS
- CTS Hold Bufs :: 0

** Job
- OpenROAD emitted warnings numbering 34.
- Across the run, the number of max-cap violations was 0.
where the power goes:
part	internal, W	total (W)	switching (W)
combinational	0.000470	0.000602	0.000132
sequential	0	0	0
clock	0	0	0
layer usage:
metal  GRT usage (%)  routed length (um)  up-vias
met5               0                   0        -
met4               0                   0        0
met3           2.727                 261        0
met2           13.32                1310       51
met1           9.690                1140      299
li1                -                   -      339
cells by family after synthesis:
logic type             share of synthesized area [%]
multiplexers                                   86.90
buffers and inverters                          13.10
cell usage in the layout (no fill, tap or decap):
cell type and instances:
sky130_fd_sc_hd__buf_6 22, sky130_fd_sc_hd__mux2_4 32, sky130_fd_sc_hd__buf_16 1, sky130_fd_sc_hd__buf_12 5, sky130_fd_sc_hd__buf_2 13, sky130_fd_sc_hd__dlymetal6s2s_1 1, sky130_fd_sc_hd__dlygate4sd2_1 59, sky130_fd_sc_hd__clkdlybuf4s50_1 4
through the flow:
stage	util [%]	cell area [um2]
2_1_floorplan	-	544.3
3_3_place_gp	44.98	1536
3_5_place_dp	44.98	1536
4_1_cts	44.21	1510
5_1_grt	45.31	1548
6_report	45.31	1548
worst max-delay path, cell delays in order:
cell                     delay [ns]
sky130_fd_sc_hd__buf_12        0.11
sky130_fd_sc_hd__buf_12        0.13
sky130_fd_sc_hd__buf_12        0.12
sky130_fd_sc_hd__mux2_4        0.29
sky130_fd_sc_hd__buf_6         0.11
area by class of cell:
cell class	instances	area (um2)	area share, %
tap	46	57.56	3.719
timing repair buffer	105	1010	65.24
multi-input combinational	32	480.5	31.04
worst paths after layout:
check / to / slack [ns] / cells after the start
setup / recovery: Data[27] / -0.17 / 5
hold / removal: Data[17] / 0.71 / 3
what timing repair did:
action / 4_1_cts / 5_1_grt
pin swaps: 0 / 0
gates cloned: 1 / 0
buffers inserted: 5 / 0
resized: 178 / 7
hold endpoints to repair: 0 / 0
endpoints found under the setup margin: 32 / 32
No activity file was given, so power comes from the tool's default toggle rates.
