## ./config.mk

```make
export PLATFORM = sky130hd
export DESIGN_NAME = EX
export DESIGN_NICKNAME = EX
export VERILOG_FILES = /design/flow/design.v
export SDC_FILE = /design/flow/constraint.sdc
export NUM_CORES = 4
export LEC_CHECK = 1
export CORE_UTILIZATION = 30
```

## ./constraint.sdc

```tcl
current_design EX

set clk_period 16.0
set clk_io_pct 0.2

create_clock -name clk0 -period $clk_period

set non_clock_inputs [all_inputs -no_clocks]
set_input_delay [expr $clk_period * $clk_io_pct] -clock clk0 $non_clock_inputs
set_output_delay [expr $clk_period * $clk_io_pct] -clock clk0 [all_outputs]
```

## ./design.v

```verilog
module ALU(input[31:0] A,input[31:0] B,input[2:0] AluOperation,output zero,output reg[31:0] out);
	assign zero = (out == 0) ? 1'b1 : 1'b0;
	always@(A , B , AluOperation) begin
		case(AluOperation)
			3'b000: out = A & B;
			3'b001: out = A | B;
			3'b010: out = A + B;
			3'b110:	out = A - B;
			3'b111: out = (A < B) ? 1 : 0;
			default: out = 0;
		endcase
	end
endmodule
module EX(input[2:0] AluOperation, input[31:0] rg1, input[31:0] rg2, input[31:0] immVal, input[31:0] WBData, input[31:0] MEMData, input[1:0] src1, src2, 
       input AluSrc, RegDst, input[4:0] Rg1, Rg2,
       output[31:0] Alures, Data, output[4:0] Rg);
       wire [31:0] mux1, mux2, mux3;
       wire zero;
       MUX32in3 mx1(.s0(rg1) , .s2(WBData) , .s1(MEMData) , .s(src1) , .out(mux1));
       MUX32in3 mx2(.s0(rg2) , .s2(WBData) , .s1(MEMData) , .s(src2) , .out(mux2));
       MUX32 mx3(.s0(mux2) , .s1(immVal) , .s(AluSrc) , .out(mux3));
       MUX5 mx4(.s0(Rg1) , .s1(Rg2) , .s(RegDst) , .out(Rg));
       ALU alu(.A(mux1), .B(mux3), .AluOperation(AluOperation), .zero(zero), .out(Alures));
       assign Data = mux2;
endmodule
module MUX32(input[31:0] s0 , input[31:0] s1 , input s , output[31:0] out);
	assign out = s ? s1 : s0;
endmodule
module MUX32in3(input[31:0] s0 , input[31:0] s1 , input[31:0] s2 , input[1:0] s , output[31:0] out);
	assign out = (s == 2'b00) ? s0 : (s == 2'b01) ? s1 : (s == 2'b10) ? s2 : 32'b0; 
endmodule
module MUX5(input[4:0] s0 , input[4:0] s1 , input s , output[4:0] out);
	assign out = s ? s1 : s0;
endmodule
```

## ./run.sh

```bash
#!/bin/bash
# OpenROAD 26Q1-2900-gdf79404cd8, Yosys 0.63+post, stock flow scripts
make -C /OpenROAD-flow-scripts/flow DESIGN_CONFIG=/design/flow/config.mk WORK_HOME=/design/flow/orfs finish
```

==> metrics.yaml <==
status: "completed"
antenna_found_initial: 0
netlist_top_cells_count: "ha_1, nand2_1, inv_1"
cts.repair.resized: 0
yosys.area.top_type: "ha_1"
routed_wl_mm: 24.1
placed_area_mm2: 0.00905
first_iter_violations: 564
grt_pass1_vias: 7070
grt_use_total_pct: 22.0
critical-path-top-delay-family: "AND-OR/OR-AND gates"
worst-setup-path-type: "primary input to output port"
cap_violations: 0
first_pass_iters: 4
hold_buffers: 0
drt-wirelength-per-cell_um: 17.0
crit_slowest_cell: "nor2b_4"
core.rowCount: 52
grt_first_pass_wirelength_mm: 38.1
final-setup-viol-count: 0
area_growth_syn_to_layout_pct: 42.1
ys_cells: 950
drc: 0
yosys-top-cells-area: "ha_1, mux2i_1, o21ai_0, mux2_2, a21oi_1"
dpl_worst_slack_ns: 4.02
multiInputGateArea_mm2: 0.00581
design.core.area_mm2: 0.0205
fmax_mhz: 83.0
netlist_instances: 950
grt_max_degree: 40
dp_hpwl_mm: 18.6
syn_area_mm2: 0.00637
fin_util_pct: 44.1
worstPathArrival_ns: 8.85
period_needed_ns: 12.05
die_w_um: 148
ys_types: 69
setup_ws_ns: 3.95
fillers: 2114
p_leak_nw: 4.00
hp-class: "primary input to output port"
io_buffers: 248
vias: 7361
synth.avg_cell_area_um2: 6.70
path_cells: "clkdlybuf4s50_1 -> buf_4 -> nor2b_4 -> buf_4 -> nand2_1 -> o21ai_0 -> mux2_2 -> ha_1 -> inv_1 -> fa_1 -> nand2b_1 -> a21oi_1 -> o21bai_1 -> a31oi_1 -> a21oi_1 -> o21ai_1 -> a21o_1 -> a41oi_1 -> or3_1 -> nand4_1 -> clkdlybuf4s50_1"
regArea_um2: 0
setup.worst_path.end_class: "output port"
power_density_mw_per_mm2: 41.8
hold_violations: 0
grt_overflow: 0
ys_area_mm2: 0.00637
rsz0062_at_grt: "false"
yosysWarningCount: 1
ys_seq_share_pct: 0
critPathLaunch: "src2[1]"
cpPeakStageDelay_ns: 0.56
whs_ns: 7.21
crit_fanout: 35
warnings: 96
finalSetupTns_ns: 0
fin_area_mm2: 0.00905
min_from: "src2[0]"
viasPerCell: 5.18
path_buffers: 5
cp-start-kind: "primary input"
irDropWorstVdd_v: 0.0000144
nClkBuffers: 0
worst_pin_slew_ns: 0.813
gp_congestion: 0.926
n_sequential_cell: 0
ant_nets: 0
synth_top_cell_by_count: "ha_1"
die_y_um: 148
num_antenna_cells: 0
die_area_mm2: 0.0218
cts_setup_buffers: 0
fin_crit_sh_pct: 75.3
drive_gt1_share_pct: 6.25
ioPinCount: 248
relSlewSlack_pct: 45.6
top_cell_area_share_pct: 19.5
fp_util_pct: 31.1
required_ns: 12.80
slew_viol_final: 0
[report_power, final]
part | total (W) | internal, W | switching [W]
Sequential | 0 | 0 | 0
Combinational | 0.000378 | 0.000186 | 0.000192
Clock | 0 | 0 | 0
Total | 0.000378 | 0.000186 | 0.000192
[cells in the final DEF, fill, tap and decap left out, types with 23 or more instances in the layout]
cell and instances:
ha_1 99, xnor2_1 23, o21ai_0 80, o22ai_1 24, mux2_2 33, nor2_1 81
a21oi_1 73, clkdlybuf4s50_1 244, nand2_1 88, inv_1 87, a21o_1 26, mux2i_1 70
[kinds of logic (layout without fill, tap and decap cells)]
group                      Yosys count  after routing  synth area share [%]
AOI/OAI and AO/OA                  314            314                  32.2
and+or+nand+nor                    254            254                  18.0
buffers and inverters              150            352                  9.02
muxes                              103            103                  16.8
adders and majority gates          101            101                  20.1
xor gates and xnor gates            28             28                  3.85
[metal layers]
| layer | vias up | GRT usage (%) | share of wire (%) |
|---|---|---|---|
| met5 | - | 0 | 0 |
| met4 | 0 | 1.08 | 0.41 |
| met3 | 8 | 1.73 | 5.5 |
| met2 | 231 | 36.5 | 45 |
| met1 | 3344 | 32.4 | 49 |
| li1 | 3778 | - | - |
[per-stage QoR]
| stage | total power, W | instances |
|---|---|---|
| after floorplan | 0.000229 | 950 |
| after global placement | 0.000377 | 1422 |
| after detailed placement | 0.000375 | 1422 |
| after CTS | 0.000378 | 1422 |
| after global routing | 0.000418 | 1422 |
| final | 0.000378 | 1422 |
[worst paths after layout]
kind | to | slack, ns | cells after the start
worst max-delay path | Alures[28] | 3.95 | 21
worst min-delay path | Data[25] | 7.21 | 5
[cell type report]
class                      count  share of cell area, %
inverter                      91                   3.78
tap                          270                   3.73
multi-input combinational    800                   64.2
timing repair buffer         261                   28.3
Power is estimated from default activity; no workload was simulated.
